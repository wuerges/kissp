`./config.mk`:
```
export PLATFORM = sky130hd
export DESIGN_NAME = processor_pipeline
export DESIGN_NICKNAME = processor_pipeline
export VERILOG_FILES = /design/flow/design.v
export SDC_FILE = /design/flow/constraint.sdc
export NUM_CORES = 4
export LEC_CHECK = 1
export CORE_UTILIZATION = 30
```
`./constraint.sdc`:
```
current_design processor_pipeline

set clk_period 26.7
set clk_io_pct 0.2

create_clock -name clk0 -period $clk_period [get_ports {clk}]

set non_clock_inputs [all_inputs -no_clocks]
set_input_delay [expr $clk_period * $clk_io_pct] -clock clk0 $non_clock_inputs
set_output_delay [expr $clk_period * $clk_io_pct] -clock clk0 [all_outputs]
```
`./design.v`:
```
module registers(
    input clk,
    input w,
    input[4:0] dst,
    input[4:0] src1,
    input[4:0] src2,
    input[31:0] w_v,
    output[31:0] src1_v,
    output[31:0] src2_v,
    output[31:0] src3_v
);
reg [31:0] bank [0:31];
assign src1_v = src1 == 0 ? 0 : bank[src1];
assign src2_v = src2 == 0 ? 0 : bank[src2];
assign src3_v = dst  == 0 ? 0 : bank[dst];
wire[31:0] d_r0, d_r1, d_r2, d_r3, d_r4;
assign d_r0 = bank[0];
assign d_r1 = bank[1];
assign d_r2 = bank[2];
assign d_r3 = bank[3];
assign d_r4 = bank[4];
always @(negedge clk)
    if (w)
        bank[dst] <= w_v;
endmodule
module memory(
    input clk,
    input w,
    input[31:0] addr,
    input[31:0] w_v,
    output[31:0] r_v
);
initial begin
	bank[00] = 'b0_0_1_1_0_00001_00001_00000_00000;    
	bank[01] = 'b0_0_1_1_0_00010_00010_00000_00000;    
	bank[02] = 'b0_0_1_1_0_00011_00011_00000_00000;    
	bank[03] = 'b0_0_1_1_0_00000_00100_00010_00011;    
	bank[04] = 'b1_0_1_0_0_11111_00000_00000_00000;    
	bank[05] = 'b0_0_1_1_0_00000_00100_00100_00100;    
	bank[06] = 'b0_0_0_0_0_00000_00000_00000_00000;  
	bank[07] = 'b0_0_0_0_0_00000_00000_00000_00000;
	bank[08] = 'b0_0_0_0_0_00000_00000_00000_00000;
	bank[09] = 'b0_0_0_0_0_00000_00000_00000_00000;
	bank[10] = 'b0_0_0_0_0_00000_00000_00000_00000;
end
reg[31:0] bank [0:4096];
assign r_v = bank[addr];
always @(negedge clk)
    if (w)
        bank[addr] <= w_v;
endmodule
module alu(
    input signed [31:0] src1_v,
    input signed [31:0] src2_v,
    input signed [31:0] src3_v,
    input op,
    output signed [31:0] out
);
assign out = op ? 
                src1_v + src2_v + src3_v : 
                src1_v - src2_v + src3_v;
endmodule
module processor_pipeline(
    input clk,
    input[31:0] insn,
    output[31:0] insn_addr,
    output data_w,
    output[31:0] data_out,
    input[31:0] data_in,
    output[31:0] data_addr
);
    reg[4:0] src1, src2, dst;
    reg signed[31:0] imm;
    reg r_w, m_w, op, r_src, b;
    wire[31:0] src1_v, src2_v, src3_v, mr_v, alu_out, w_v;
    reg signed [31:0] pc;
    assign insn_addr = pc;
    alu a1(src1_v, src2_v, imm, op, alu_out);
    initial begin
        pc = 0;
    end
    reg[4:0] dst_s2;
    reg[31:0] alu_out_s2, src3_v_s2;
    reg r_w_s2, m_w_s2, r_src_s2;
    assign mr_v = data_in;
    assign data_out = src3_v_s2;
    assign data_addr = alu_out_s2;
    assign data_w = m_w_s2;
    assign w_v  = ~r_src_s2 ? alu_out_s2 : mr_v;
    registers bank(clk, r_w_s2, dst_s2, src1, src2, w_v, 
        src1_v, src2_v, src3_v);
    always @( posedge clk ) begin
        src1 <= insn[4:0];
        src2 <= insn[9:5];
        dst  <= insn[14:10];
        imm  <= $signed(insn[19:15]);
        m_w  <= insn[20];
        r_w  <= insn[21];
        op   <= insn[22];
        r_src <= insn[23];
        b <= insn[24];
        if (b)
            pc <= pc + alu_out;
        else
            pc <= pc + 1;
       alu_out_s2 <= alu_out;
       src3_v_s2 <= src3_v;
       m_w_s2 <= m_w;
       r_w_s2 <= r_w;
       r_src_s2 <= r_src;
       dst_s2 <= dst;
    end
endmodule
```
`./run.sh`:
```
#!/bin/bash
# OpenROAD 26Q1-2900-gdf79404cd8, Yosys 0.63+post, stock flow scripts
make -C /OpenROAD-flow-scripts/flow DESIGN_CONFIG=/design/flow/config.mk WORK_HOME=/design/flow/orfs finish
```
==> job_summary.md <==
## Implementation flow summary

| Metric | Value |
|---|---|
| Outcome | `finished, final reports clean` |
| Required @ worst endpoint | `27420 ps` |
| Share of the yosys chip area belonging to registers | `51.61%` |
| Switching power of the nets | `2.213 mW` |
| Worst Path Max Fanout | `5` |
| Setup repair after global routing missed its margin | `false` |
| Register-to-Register Path Depth | `30` |
| Clock Root Buffer | `sky130_fd_sc_hd__clkbuf_16` |
| Critical path class | `reg -> reg` |
| Pint | `4.308 mW` |
| Post-CTS setup buffer count | `0` |
| CTS Hold Buffers Added | `0` |
| Wire length of the first global-routing pass | `319.7 mm` |
| Core occupancy in the finished layout | `36.95%` |
| CP Launch Type | `flip-flop` |
| Number of buffers created by CTS | `140` |
| CP Capture Type | `flip-flop` |
| Total number of H-tree levels | `4` |
| Family with the most delay on the worst path | `AND-OR/OR-AND gates` |
| Critical path launch point | `bank.bank[19][0]` |
| Largest stage delay, worst path | `660 ps` |
| Relative contribution of combinational cells to total power | `25.3%` |
| Number of warnings the tools reported | `1065` |
| Max VDD drop | `69.08 µV` |
| Post-synthesis async set-or-reset flop share | `0%` |
| Endpoints failing setup | `0` |
| Number of global-route vias before repair | `48170` |
| Termination of the worst setup path | `pc[31]` |
| Die boundary height | `466.0 µm` |
| Antenna violations before repair | `18` |
| Number of warning messages in the yosys log | `2` |
| Cell accounting for the most synthesized area | `sky130_fd_sc_hd__edfxtp_1` |
| PnR Total Power | `6.521 mW` |
| Syn-to-layout area delta | `21.82%` |
| Layout filler cell count | `19400` |
| Mapped cell area | `64590 µm²` |
| Register share of total power | `35.3%` |
| Worst Path Buf+Inv | `1` |
| Accumulated negative setup slack | `0 ps` |
| Clock tree from TritonCTS | `built` |
| Width of the die | `466.0 µm` |
| PortBufs | `154` |
| Area of the core region | `212900 µm²` |
| Routed wirelength normalized by instance count | `28.21 µm` |
| Reg-to-Reg Start | `bank.bank[19][0]` |
| Slack of the worst reg-to-reg path | `4730 ps` |
| Vias per inst | `5.466` |
| DRC violations left | `0` |
| Area enclosed by the die boundary | `217200 µm²` |
| Static power due to leakage | `30.25 nW` |
| Antenna Nets Post-Route | `0` |
| Yosys Instances | `3852` |
| Starting DRT DRC Count | `2746` |
| Data arrival time at the worst-slack endpoint | `22680 ps` |
| Post-cts resize count | `0` |
| Iteration tally of the first detailed-router pass | `7` |
| Max_cap viols | `0` |
| Final Max-Slew Violation Tally | `0` |
| Post-detailed-placement half-perimeter wirelength | `136.4 mm` |
| Proportion of power drawn by the clock network | `39.4%` |
| Tightest slew margin relative to the limit | `27.39%` |
| Cell area leaders | `sky130_fd_sc_hd__edfxtp_1, sky130_fd_sc_hd__mux4_2, sky130_fd_sc_hd__dfxtp_1, sky130_fd_sc_hd__fa_1, sky130_fd_sc_hd__mux2_2` |
| Flops after synth | `1153` |
| Maximum number of pins on one net before global-route repair | `72` |
| Top cells by count | `sky130_fd_sc_hd__edfxtp_1, sky130_fd_sc_hd__mux4_2, sky130_fd_sc_hd__clkbuf_1` |
| Area leader share | `47.61%` |
| Clock latency at the later pin of the worst-skew pair | `790 ps` |
| Number of clock sinks | `1153` |
| Unique cell types | `69` |
| Library cell contributing the largest single delay on the critical path | `sky130_fd_sc_hd__a41oi_1` |
| Power density over the cells | `82.88 nW/µm²` |
| Number of gates on the worst path with buffers counted | `30` |
| Switching power share of the total | `33.94%` |
| Share of layout cells above drive strength 1 | `26.25%` |
| Hold Vio Cnt, Final | `0` |
| Hold WC Path Type | `reg -> reg` |
| Routed Wire Length | `225.0 mm` |
| Total routing usage reported by global routing | `22.17%` |
| Finished Layout Cells | `7976` |
| Post-synthesis chip area from yosys | `64590 µm²` |
| Number of enable flip-flop cells | `1024` |
| Floorplan row count | `169` |
| Clock transition at the register clock pins on the worst setup and hold paths after CTS | `60 ps` |
| Cell with the most instances after synthesis | `sky130_fd_sc_hd__edfxtp_1` |
| Number of top-level pins | `162` |
| Final clock skew | `52.05 ps` |
| Core utilization before placement | `30.33%` |
| Tightest Pin Transition | `1080 ps` |
| Destination of the worst register-to-register timing path | `pc[31]` |
| Synth Instances | `3852` |
| Placer congestion estimate | `0.9387` |
| CTS max path bufs | `3` |
| GRT Residual Overflow | `0` |
| Via count | `43600` |
| Mean area per synthesized cell | `16.77 µm²` |
| Commonest flop | `sky130_fd_sc_hd__edfxtp_1` |
| Cell count after placement | `6681` |
| Cell mode on critical path | `sky130_fd_sc_hd__a21o_1` |
-- cell usage in the layout (no fill, tap or decap), drive strengths merged, types with 26 or more instances in the layout --
| cell type | synthesis | final |
|---|---|---|
| clkinvlp | 0 | 26 |
| mux2 | 112 | 112 |
| o221ai | 28 | 28 |
| inv | 150 | 1216 |
| ha | 94 | 94 |
| a21o | 58 | 58 |
| or3 | 33 | 33 |
| xnor2 | 64 | 64 |
| o22ai | 30 | 30 |
| xor2 | 47 | 47 |
| a221oi | 58 | 58 |
| buf | 101 | 141 |
| edfxtp | 1024 | 1024 |
| nand2 | 101 | 101 |
| a22o | 41 | 41 |
| mux2i | 121 | 121 |
| o21ai | 50 | 50 |
| a22oi | 64 | 64 |
| clkdlybuf4s50 | 0 | 154 |
| a31oi | 42 | 42 |
| nor2 | 115 | 115 |
| dfxtp | 129 | 129 |
| a21oi | 128 | 128 |
| clkbuf | 186 | 156 |
| fa | 64 | 64 |
| mux4 | 784 | 784 |
-- layer usage --
layer,vias up,part of all wire (%),global-route usage (%)
met3,558,21,21.90
met5,-,0.70,5.007
met4,53,4.1,8.861
li1,18570,-,-
met2,3290,44,30.82
met1,21120,30,21.41
-- registers in the layout, indices dropped and copies added, names as in the netlist, 5 cells and up --
register and count:
src2 5, imm 5, pc 32, src3_v_s2 32, dst 5, bank.bank 1024, alu_out_s2 32, src1 5
dst_s2 5
-- cell type report --
cell class	count	area, µm²	share of cell area, %
clock inverters	1124	4927	6.262
clock buffers	156	3724	4.733
diodes	16	40.04	0.05089
inverters	149	561.8	0.7140
multi-input cells	2262	29870	37.96
flip-flops and latches	1153	33380	42.42
well taps	2821	3530	4.486
repair buffers	295	2650	3.368
-- worst min-delay path by stage --
stage	from	cells past startpoint	slack (ps)	end
CTS	dst[0]	0	320	dst_s2[0]
global route	dst[0]	0	330	dst_s2[0]
finish	m_w	0	330	m_w_s2
-- per-stage QoR --
| step | hold slack [ps] | setup WS, ps | area [µm²] |
|---|---|---|---|
| 2_1_floorplan | 309.6 | 6457 | 64590 |
| 6_report | 326.5 | 4732 | 78680 |
| 5_1_grt | 331.7 | 4316 | 78650 |
| 4_1_cts | 324.6 | 4743 | 78640 |
| 3_5_place_dp | 314.0 | 4746 | 69990 |
| 3_3_place_gp | 314.7 | 4738 | 69990 |
-- power by group through the flow --
stage | combinational, mW | sequential, mW | clock (mW)
final | 1.65 | 2.30 | 2.57
after global routing | 1.82 | 2.31 | 2.83
after CTS | 1.64 | 2.30 | 2.65
-- kinds of logic after synthesis --
logic type               after synthesis  synth area share [%]
buffers and inverters                437                 2.615
XOR/XNOR                             111                 1.505
multiplexers                        1017                 31.17
AND/OR/NAND/NOR                      379                 2.799
AND-OR/OR-AND                        597                 6.501
flip-flops                          1153                 51.61
adder cells (fa/ha/maj)              158                 3.805
No activity file was given, so power comes from the tool's default toggle rates.
