[./design.v]
module registers(
    input clk,
    input w,
    input[4:0] dst,
    input[4:0] src1,
    input[4:0] src2,
    input[31:0] w_v,
    output[31:0] src1_v,
    output[31:0] src2_v,
    output[31:0] src3_v
);
reg [31:0] bank [0:31];
assign src1_v = src1 == 0 ? 0 : bank[src1];
assign src2_v = src2 == 0 ? 0 : bank[src2];
assign src3_v = dst  == 0 ? 0 : bank[dst];
wire[31:0] d_r0, d_r1, d_r2, d_r3, d_r4;
assign d_r0 = bank[0];
assign d_r1 = bank[1];
assign d_r2 = bank[2];
assign d_r3 = bank[3];
assign d_r4 = bank[4];
always @(negedge clk)
    if (w)
        bank[dst] <= w_v;
endmodule
module memory(
    input clk,
    input w,
    input[31:0] addr,
    input[31:0] w_v,
    output[31:0] r_v
);
initial begin
	bank[00] = 'b0_0_1_1_0_00001_00001_00000_00000;    
	bank[01] = 'b0_0_1_1_0_00010_00010_00000_00000;    
	bank[02] = 'b0_0_1_1_0_00011_00011_00000_00000;    
	bank[03] = 'b0_0_1_1_0_00000_00100_00010_00011;    
	bank[04] = 'b1_0_1_0_0_11111_00000_00000_00000;    
	bank[05] = 'b0_0_1_1_0_00000_00100_00100_00100;    
	bank[06] = 'b0_0_0_0_0_00000_00000_00000_00000;  
	bank[07] = 'b0_0_0_0_0_00000_00000_00000_00000;
	bank[08] = 'b0_0_0_0_0_00000_00000_00000_00000;
	bank[09] = 'b0_0_0_0_0_00000_00000_00000_00000;
	bank[10] = 'b0_0_0_0_0_00000_00000_00000_00000;
end
reg[31:0] bank [0:4096];
assign r_v = bank[addr];
always @(negedge clk)
    if (w)
        bank[addr] <= w_v;
endmodule
module alu(
    input signed [31:0] src1_v,
    input signed [31:0] src2_v,
    input signed [31:0] src3_v,
    input op,
    output signed [31:0] out
);
assign out = op ? 
                src1_v + src2_v + src3_v : 
                src1_v - src2_v + src3_v;
endmodule
module processor(
    input clk,
    input[31:0] insn,
    output[31:0] insn_addr,
    output data_w,
    output[31:0] data_out,
    input[31:0] data_in,
    output[31:0] data_addr
);
    reg[4:0] src1, src2, dst;
    reg signed[31:0] imm;
    reg r_w, m_w, op, r_src, b;
    wire[31:0] src1_v, src2_v, src3_v, mr_v, alu_out, w_v;
    reg signed [31:0] pc;
    assign insn_addr = pc;
    alu a1(src1_v, src2_v, imm, op, alu_out);
    registers bank(clk, r_w, dst, src1, src2, w_v, 
        src1_v, src2_v, src3_v);
    assign w_v  = ~r_src ? alu_out : mr_v;
    assign mr_v = data_in;
    initial begin
        pc = 0;
    end
    always @( posedge clk ) begin
        src1 <= insn[4:0];
        src2 <= insn[9:5];
        dst  <= insn[14:10];
        imm  <= $signed(insn[19:15]);
        m_w  <= insn[20];
        r_w  <= insn[21];
        op   <= insn[22];
        r_src <= insn[23];
        b <= insn[24];
        if (b)
            pc <= pc + w_v;
        else
            pc <= pc + 1;
    end
endmodule
[./run.sh]
#!/bin/bash
# OpenROAD 26Q1-2900-gdf79404cd8, Yosys 0.63+post, stock flow scripts
make -C /OpenROAD-flow-scripts/flow DESIGN_CONFIG=/design/flow/config.mk WORK_HOME=/design/flow/orfs finish
[./config.mk]
export PLATFORM = sky130hd
export DESIGN_NAME = processor
export DESIGN_NICKNAME = processor
export VERILOG_FILES = /design/flow/design.v
export SDC_FILE = /design/flow/constraint.sdc
export NUM_CORES = 4
export LEC_CHECK = 1
export CORE_UTILIZATION = 40
[./constraint.sdc]
current_design processor

set clk_period 44.3
set clk_io_pct 0.2

create_clock -name clk0 -period $clk_period [get_ports {clk}]

set non_clock_inputs [all_inputs -no_clocks]
set_input_delay [expr $clk_period * $clk_io_pct] -clock clk0 $non_clock_inputs
set_output_delay [expr $clk_period * $clk_io_pct] -clock clk0 [all_outputs]
==> changes_impl.md <==
## Flow update

- Max-capacitance violation count: 0
- Post-DRT Antenna Nets: 0
- CORE AREA: between 100000 and 150000 sq um
- I/O pin count: between 150 and 200
- XOR Share, Synth: 1.55%
- HPWL Detailed: 100000 microns
- Pleak: 27.5 nW
- Status: finished, final reports clean
- Final worst slack: 12.00 ns
- WHS Path Cells: 1
- Die H: 378 microns
- Post-synth top area cell: edfxtp_1
- Die area: 143000 sq um
- Hold WC Path Type: flop to flop
- Switching portion of total power: 33.1%
- FP Core Util: 40.4%
- Dominant flop cell: edfxtp_1
- Worst EP required: ~23 ns
- Setup Crit Path Kind: primary input to flop
- AO/OA Area Share: 5.80%
- Overall routing resource usage: 26.2%
- Worst path slowest cell: clkdlybuf4s50_1
- Design area: 68100 sq um
- Slew @ Worst Pin: a little under 1 ns
- Finished Core Util: 48.7%
- Dominant cell area share: 54.4%
- Main logic family: multiplexers
- Yosys synthesis chip area: about 57000 sq um
- CTS tree: yes
- FF+latch count, synth: ~1100
- Detailed Routing Iterations Pass 1: 5
- Startpoint types: primary input
- Cell area power density: 51.1 nW/um^2
- Syn_area_per_cell: 16.5 sq um
- Mean routed wirelength per cell: between 20 and 30 microns
- Worst-path clk slew: ~0.060 ns
- Cell Area, Placed: 60200 sq um
- Endpoints failing setup: 0
- Synth warn: 67
- Post-CTS Resized: 0
- VDD IR max: 0.0360 mV
- Post-synth design cell area: 56500 sq um
- Post-Place Cells: ~5300
- Setup TNS: 0 ns
- DR DRC count: 0
- Num rows: about 140
- Simple-gate share of the synthesized area: approximately 3.6%
- Commonest cells after routing, fill and taps aside: 1212 x inv_1, 1024 x edfxtp_1, 524 x mux4_2
- R2R cell count: 21
- Number of enable flip-flop cells: 1024
- Rel. slew slack: 33.8%
- H-tree depth: 3
- Synth top area cells: edfxtp_1 54%, mux4_2 21%, fa_1 2.3%
- CTS max path bufs: 3
- Worst-path maximum fanout: 33
- FILL cells: 11700
- Final Max Tran Viols: 0
- Root buf cell: clkbuf_16
- Cell count listed in synth_stat.txt: 3419
- MUX area fraction: 24.9%
- Number of clock sinks: 1080
- Post-Route Skew: 0.0502 ns
- Worst Setup SP: data_in[28]
- Unrepaired setup endpoints after global routing: false
- Psw: ~1.2 mW
- Setup Buffers After CTS: 0
- Most frequent logic cell in the layout: inv_1
- Share of layout cells above drive strength 1: a little over a fifth
- Clock Power Share: around two fifths
- Buffers on Ports: 88
- Seq share, synth: 56.4%
- Worst-Skew Late Latency: around 0.76 ns
- CP endpoint kind: flop
- Iter 0 DRT Violations: approximately 2100
- Pre-CTS WS: 11.29 ns
- First-pass GRT wire length: ~250000 microns
- Vias in the first global route: 40700
- Final Wtd Congestion: around 0.94
- CP Data Arrival Time: between 10 and 15 ns
- Yosys cell types: 77
- Die width: 378 microns
- Reg power frac: 37.2%
- Slowest stage delay, CP: 0.70 ns
- Synth Instances: 3419
- Fa+ha+maj area frac: 4.35%
- Internal power: roughly 2.3 mW
- TritonCTS Buffers: 118
- Worst hold path startpoint: pc[0]
- Vias per Instance: 5.53
- Final Hold Violation Tally: 0
- Final wirelength: 169000 microns
- Overall via count from detail_route: 36300
- Hold Buf Count CTS: 0
- Initial antenna violation count: 3
- Layout Cells excl Fill: ~6600
- Reg2reg start: src1[0]
- Total grt overflow: 0
- Area grow syn2layout: 20.5%
- Combinational cell fraction of total power: 23.4%
- Crit-path cells: clkdlybuf4s50_1 > nor2_1 > or4_1 > o211ai_1 > buf_4
- Post-synthesis async set-or-reset flop share: 0%
- OpenROAD warning count: 1066
- Largest net degree at the start of global routing: 80
-- through the flow --
step / power, mW / hold WS (ns)
after floorplan: 1.99 / 0.442
after global placement: 2.25 / 0.512
after detailed placement: 2.25 / 0.516
after CTS: 3.52 / 0.528
after global routing: 3.71 / 0.578
final: 3.48 / 0.518
-- critical path: cells and delay by family --
kind | cells | cell delay, ns
buf+inv | 2 | 1.06
simple gates | 2 | 0.59
compound gates | 1 | 0.14
-- power by group through the flow --
| stage | Combinational, mW | Clock [mW] | Sequential (mW) |
|---|---|---|---|
| final | 0.814 | 1.37 | 1.29 |
| after global routing | 0.897 | 1.52 | 1.30 |
| after CTS | 0.817 | 1.41 | 1.29 |
-- layer usage --
| metal | part of all wire [%] | up-vias | routed length (microns) | global-route usage (%) |
|---|---|---|---|---|
| met4 | 3.2 | 13 | 5320 | 9.53 |
| li1 | - | 16100 | - | - |
| met1 | 32 | 17600 | 54200 | 29.0 |
| met2 | 47 | 2223 | 79800 | 37.6 |
| met3 | 17 | 316 | 28900 | 21.5 |
| met5 | 0.18 | - | 295 | 1.34 |
-- synth_stat cells, drive strengths merged (38+ instances only) --
cell type / number
clkbuf: 136
mux4: 524
mux2i: 128
a21oi: 134
or3: 41
o21ai: 61
inv: 169
mux2: 88
xor2: 38
xnor2: 55
ha: 94
edfxtp: 1024
a21o: 48
nor2: 120
nand2: 115
buf: 135
dfxtp: 56
fa: 64
-- final timing paths --
check	endpoint	slack [ns]
max	bank.bank[27][28]	12.00
min	pc[0]	0.52
max reg2reg	bank.bank[20][29]	13.54
min reg2reg	pc[0]	0.52
-- kinds of logic after synthesis --
| family | count (synthesis) |
|---|---|
| multiplexers | 740 |
| flip-flops | 1080 |
| XOR/XNOR | 95 |
| AND/OR/NAND/NOR | 421 |
| adder cells (fa/ha/maj) | 158 |
| AND-OR/OR-AND | 483 |
| other | 1 |
| buffers and inverters | 441 |
-- sequential cells by signal, summed over array words and instances (netlist names), 5 cells and up --
name       count
dst            5
imm            5
bank.bank   1024
pc            32
src1           5
src2           5
-- area by class of cell --
type / count / area, sq um / area share [%]
Timing Repair Buffer: 225 / 1960 / 2.88
Sequential cell: 1080 / 31900 / 46.9
Tap cell: 1876 / 2350 / 3.45
Clock inverter: 1116 / 4830 / 7.09
Antenna cell: 1 / 2.50 / 0.00367
Inverter: 169 / 637 / 0.935
Clock buffer: 127 / 3100 / 4.56
Multi-Input combinational cell: 1962 / 23300 / 34.2
No activity file was given, so power comes from the tool's default toggle rates.
